[/design/flow/run.sh]
#!/bin/bash
# OpenROAD 26Q1-2900-gdf79404cd8, Yosys 0.63+post, stock flow scripts
make -C /OpenROAD-flow-scripts/flow DESIGN_CONFIG=/design/flow/config.mk WORK_HOME=/design/flow/orfs finish
[/design/flow/config.mk]
export PLATFORM = sky130hd
export DESIGN_NAME = Counter
export DESIGN_NICKNAME = Counter
export VERILOG_FILES = /design/flow/design.v
export SDC_FILE = /design/flow/constraint.sdc
export NUM_CORES = 4
export LEC_CHECK = 1
export CORE_UTILIZATION = 30
[/design/flow/constraint.sdc]
current_design Counter

set clk_period 5.7
set clk_io_pct 0.2

create_clock -name clk0 -period $clk_period [get_ports {clock_50}]

set non_clock_inputs [all_inputs -no_clocks]
set_input_delay [expr $clk_period * $clk_io_pct] -clock clk0 $non_clock_inputs
set_output_delay [expr $clk_period * $clk_io_pct] -clock clk0 [all_outputs]
[/design/flow/design.v]
module Counter(
	input [27:0] interval,
	input reset,
	input clock_50,
	output [27:0] cur_time);
	reg [27:0] now_time;
	always @(posedge clock_50)
	begin
		if (reset == 1'b1)
		begin
			now_time <= 28'd0;
		end
		else
		begin
			if (now_time == interval)  
			begin
				now_time <= 28'd0;
			end
			else
			begin
				now_time <= now_time + 28'd1;
			end
		end
	end
	assign cur_time = now_time;
endmodule
==> impl_metrics.env <==
# implementation run metrics
export IMPL_synth_flops=28
export IMPL_postCtsSetupRepairBufs=0
export IMPL_fmax_ghz=0.333
export IMPL_clockBufferDepth=2
export IMPL_clock_latency_ns=0.28
export IMPL_clkPwrFrac_pct=39.7
export IMPL_die_h_um=78.7
export IMPL_combPwrFrac_pct=11.3
export IMPL_fp_dieW_um=78.7
export IMPL_numCtsBuffers=3
export IMPL_logic_family="simple AND/OR/NAND/NOR gates"
export IMPL_largest_reg_flops=28
export IMPL_antenna_cells=0
export IMPL_warnings=25
export IMPL_total_power_w=0.000408
export IMPL_tns_ns=0
export IMPL_critPathArrivalTime_ns=3.15
export IMPL_cp_required_ns=5.85
export IMPL_synth_cell_types=33
export IMPL_path_clk_slew_ns=0.10
export IMPL_crit_chain="clkdlybuf4s50_1, xnor2_1, nand4_1, nor4_4, buf_4, a221oi_1"
export IMPL_grt_pass1_vias=1566
export IMPL_synth_area_mm2=0.00176
export IMPL_ctsHoldBuffers=0
export IMPL_ir_drop_mv=0.122
export IMPL_period_used_pct=52.7
export IMPL_initCoreUtil_pct=31.6
export IMPL_p_int_w=0.000322
export IMPL_ys_sh_simple_pct=21.8
export IMPL_drv_slew=0
export IMPL_yosysWarningCount=1
export IMPL_worstPathMaxFanout=18
export IMPL_antenna_left=0
export IMPL_dp_slack_ns=2.38
export IMPL_aoi_share_pct=20.0
export IMPL_seq_power_share_pct=49.1
export IMPL_setup_viol=0
export IMPL_htree_num_levels=1
export IMPL_ys_sh_mux_pct=0
export IMPL_cts_tree="yes"
export IMPL_avgSynthCellArea_um2=9.38
export IMPL_tightest_slew_ns=0.657
export IMPL_hold_viol_final=0
export IMPL_vias=1668
export IMPL_ys_seq_share_pct=31.8
export IMPL_p_sw_w=0.0000855
export IMPL_final_cell_mix="clkdlybuf4s50_1, xnor2_1, dfxtp_1"
export IMPL_layout_setup_ws_ns=2.70
export IMPL_cts_root_buf="clkbuf_8"
export IMPL_min_period_ns=3.00
export IMPL_fa_ha_area_share_pct=0.709
export IMPL_largestRegisters="now_time (28)"
export IMPL_first_pass_iters=4
export IMPL_xor_area_share_pct=18.9
export IMPL_syn_inst=188
export IMPL_std_cell_rows=27
export IMPL_cts_sinks=28
export IMPL_port_buffers=57
export IMPL_start_kind="primary input"
export IMPL_critPathCaptureType="flip-flop"
export IMPL_worst_setup_path_type="in2reg"
export IMPL_grt_overflow=0
export IMPL_skew_ns=0.0118
export IMPL_yosys_stat_cells=188
export IMPL_yosys_area_mm2=0.00176
export IMPL_slew_headroom_pct=55.9
export IMPL_powerDensity_mw_per_mm2=168
export IMPL_slowest_delay_ns=0.66
export IMPL_antenna_found_initial=0
export IMPL_hold_class="reg2reg"
export IMPL_p_leak_nw=0.647
export IMPL_max_cap_viol_count=0
export IMPL_viasPerCell=5.38
export IMPL_crit_family="simple AND/OR/NAND/NOR gates"
export IMPL_drt_initial_drc_count=131
export IMPL_die_area_mm2=0.00619
export IMPL_wl_per_cell_um=16.0
export IMPL_dp_hpwl_um=3500
export IMPL_critPathSlowestCell="nor4_4"
export IMPL_layout_drive_gt1_share_pct=6.72
export IMPL_regMostFlops="now_time"
export IMPL_grt_max_degree=29
export IMPL_globalplace_congestion=0.846
export IMPL_p_sw_share_pct=21.0
export IMPL_track_usage_pct=16.8
export IMPL_ios=58
export IMPL_grt_pass1_wl_um=8110
export IMPL_syn_to_final_growth_pct=37.3
export IMPL_outcome="finished, final reports clean"
export IMPL_core_mm2=0.00557
export IMPL_crit_buf_inv=2
export IMPL_rsz0062_at_grt="false"
export IMPL_final_common_cell="clkdlybuf4s50_1"
export IMPL_wl_um=4960
export IMPL_ctsResizeCount=0
export IMPL_drc=0
cell type report:
type,instances,area [um^2]
clock buffers,3,41.3
clock inverters,1,30.0
fillers,564,3150
inverters,4,15.0
multi-input cells,142,1090
flip-flops and latches,28,561
well taps,72,90.1
repair buffers,60,593
synth_stat cells, drive strengths merged:
library cell / count / area (um^2)
xnor2: 36 / 315
dfxtp: 28 / 561
a221oi: 16 / 146
or4: 14 / 113
o31ai: 13 / 97.6
a211oi: 12 / 90.1
nand4: 12 / 75.1
nand2: 9 / 36.3
clkbuf: 8 / 60.1
nand3: 8 / 45.0
buf: 6 / 45.0
inv: 4 / 15.0
nor3: 4 / 25.0
or3: 4 / 30.0
and3: 2 / 12.5
and4: 2 / 17.5
nor4: 2 / 18.8
o21ai: 2 / 10.0
xor2: 2 / 17.5
ha: 1 / 12.5
nor2: 1 / 3.75
o41ai: 1 / 8.76
or3b: 1 / 8.76
kinds of logic after synthesis:
family	count (synthesis)
AND-OR/OR-AND	44
flip-flops	28
buffers and inverters	18
adder cells (fa/ha/maj)	1
XOR/XNOR	38
AND/OR/NAND/NOR	59
layer usage:
metal,vias to the layer above,track usage (%),share of wire (%)
li1,835,-,-
met1,784,26.4,50
met2,47,25.8,45
met3,2,2.36,4.5
met4,0,0.926,0.38
met5,-,0,0
metrics by stage:
step	instance area (um^2)	cells	hold slack, ns	utilization, %
after floorplan	1760	188	0.465	-
after global placement	2350	306	0.539	42.2
after detailed placement	2350	306	0.536	42.2
after CTS	2420	310	0.552	43.5
after global routing	2420	310	0.579	43.5
final	2420	310	0.552	43.5
power groups by stage:
stage / combinational, W / clock [W] / sequential, W
final: 0.0000459 / 0.000162 / 0.000200
after global routing: 0.0000498 / 0.000171 / 0.000201
after CTS: 0.0000465 / 0.000163 / 0.000200
worst reg2reg max path, delay by kind of cell (launching register included):
kind	cells	cell delay (ns)
adder cells (fa/ha/maj)	1	0.26
flip-flops	1	0.43
AND-OR/OR-AND	1	0.31
AND/OR/NAND/NOR	3	1.24
final timing paths:
check                from           end  slack [ns]  depth (start not counted)
max          interval[21]  now_time[14]        2.70                          6
max reg2reg   now_time[0]  now_time[20]        3.37                          5
min reg2reg   now_time[0]   now_time[0]        0.55                          1
min           now_time[0]   now_time[0]        0.55                          1
Power and IR drop assume default switching activity.
